[design.v]
module Adder(
    input a, b,
    input [3:0] S,
    input M,
    input Pin,
    output D, F,
    output R,
    output Pout
);
    assign D = S[3] & a & b | S[2] & a & ~b;
    assign F = a | S[1] & ~b | S[0] & b;
    assign R = (S[3] & a & b | S[2] & a & ~b) ^ (a | S[1] & ~b | S[0] & b) ^ M & Pin; 
    assign Pout = D | F & Pin;
endmodule
module SerialALU(
    input [3:0] A, B,
    input [3:0] S,
    input M,
    input Pin,
    output [3:0] R,
    output [3:0] P
);
    Adder Adder0(
        .a    (A[0]),
        .b    (B[0]),
        .S    (S),
        .M    (M),
        .Pin  (Pin),
        .R    (R[0]),
        .Pout (P[0])
    );
    Adder Adder1(
        .a    (A[1]),
        .b    (B[1]),
        .S    (S),
        .M    (M),
        .Pin  (P[0]),
        .R    (R[1]),
        .Pout (P[1])
    );
    Adder Adder2(
        .a    (A[2]),
        .b    (B[2]),
        .S    (S),
        .M    (M),
        .Pin  (P[1]),
        .R    (R[2]),
        .Pout (P[2])
    );
    Adder Adder3(
        .a    (A[3]),
        .b    (B[3]),
        .S    (S),
        .M    (M),
        .Pin  (P[2]),
        .R    (R[3]),
        .Pout (P[3])
    );
endmodule
[run.sh]
#!/bin/bash
# OpenROAD 26Q1-2900-gdf79404cd8, Yosys 0.63+post, stock flow scripts
make -C /OpenROAD-flow-scripts/flow DESIGN_CONFIG=/design/flow/config.mk WORK_HOME=/design/flow/orfs finish
[config.mk]
export PLATFORM = sky130hd
export DESIGN_NAME = SerialALU
export DESIGN_NICKNAME = SerialALU
export VERILOG_FILES = /design/flow/design.v
export SDC_FILE = /design/flow/constraint.sdc
export NUM_CORES = 4
export LEC_CHECK = 1
export CORE_AREA = 10 10 70 70
export DIE_AREA = 0 0 80 80
[constraint.sdc]
current_design SerialALU

set clk_period 2.1
set clk_io_pct 0.2

create_clock -name clk0 -period $clk_period

set non_clock_inputs [all_inputs -no_clocks]
set_input_delay [expr $clk_period * $clk_io_pct] -clock clk0 $non_clock_inputs
set_output_delay [expr $clk_period * $clk_io_pct] -clock clk0 [all_outputs]
==> reports/results.ini <==
[clock_tree]
holdBufCountCts=0

[layout]
register_area_um2=0
fin_util_pct=22.5
syn2layout_area_growth_pct=127
layout.cells.most_common=buf_4
logic_area_um2=360
ff_count=0
n_clock_buffer=0
drive_gt1_share_pct=63.3
final_cell_mix=buf_4 (18), dlygate4sd2_1 (7), buf_2 (6)
fill_cells=371

[synth]
adder_share_pct=0
ys_chip_area_um2=339
ys_sh_aoi_pct=33.6
yosys_cells=45
synthCells=45
ys_warn_count=0
ys_types=18
mux_area_share_pct=14.4
ys_sh_xor_pct=10.3
postSynthSeqShare_pct=0
syn-cell-area_um2=339
synth_area_per_cell_um2=7.54
synth.logic.top_family=AND-OR/OR-AND gates
synth-simple-area-share_pct=20.7

[power_and_ir_drop]
power_density_nw_per_um2=246
irDropWorstVdd_v=0.0000465
leakage_uw=0.000342

[floorplanning]
fp_util_pct=9.93
die_area_um2=6400
boundaryPins=22
dieWidth_um=80
rows=21
core-area_um2=3420
fp.dieH_um=80

[routing]
ant_nets=0
drc=0
routedWlPerCell_um=10.7
via_count=421
drt-initial-drc-count=17
via_per_inst=3.34
dr.pass1.iters=2
drt_wl_total_mm=1.35

[final_timing]
max_freq_mhz=489
setup-violations-final=0
rsz0062_at_grt=yes
hold_viol_final=0
worst_slew_pin_slew_ns=0.348
period_minus_slack_ns=2.04
timing.slew.headroom_pct=76.7
post-route-period-util_pct=97.4
holdWs_ns=1.28
slew_viol_final=0

[setup_path]
slowest_delay_ns=0.31
startpoint_type=input pin
critPathMaxFanout=3
cpMostUsedCell=buf_6
crit_chain=buf_8 -> mux2_4 -> a21oi_4 -> buf_6 -> buf_6 -> o311ai_4 -> nand3_2 -> xnor2_2 -> buf_2
worst_path_max_delay_cell=mux2_4
criticalPathCategory=in2out
crit_required_ns=1.68
critPathArrivalTime_ns=1.62
cp-end-kind=output pin

[grt]
grt_remaining_overflow=0
grt_usage_pct=4.14
grt_max_degree=5
grt_pass1_vias=471
antenna_found_initial=1
grt_pass1_wl_mm=2.21

[run]
cap_viol_max_count=0
tool_warnings=34

[placed_design]
gp_congestion=0.756
portBuffers=22
dpl.hpwl_mm=1.03

[hold_path]
min_to=P[3]
hp-class=in2out
whs_path_depth=5
worstHoldStart=S[2]

[status]
outcome=completed

==> cells by family (layout without fill, tap and decap cells) <==
kind of cell	count (synthesis)	after routing
mux	4	4
buf+inv	11	45
compound gates	11	11
other cells	0	1
simple gates	15	15
xor+xnor	4	4
==> cells in the mapped netlist <==
cell type,number,area [µm²]
a211oi_1,2,15.0
a211oi_2,2,25.0
a21oi_1,3,15.0
a21oi_4,1,16.3
and2_0,1,6.26
buf_4,8,60.1
inv_1,3,11.3
mux2_1,3,33.8
mux2_4,1,15.0
nand2_1,7,26.3
nand3_1,1,5.00
nor2_1,2,7.51
nor2b_1,4,25.0
o21ai_1,1,5.00
o311ai_2,1,16.3
o31ai_4,1,21.3
xnor2_1,3,26.3
xor2_1,1,8.76
==> routing by layer <==
| metal | track usage (%) | part of all wire [%] | vias to the layer above |
|---|---|---|---|
| met5 | 0 | 0 | - |
| met4 | 0 | 0 | 0 |
| met3 | 1.59 | 10 | 0 |
| met2 | 7.22 | 49 | 12 |
| met1 | 4.95 | 41 | 193 |
| li1 | - | - | 216 |
==> area by class of cell <==
cell class	count	share of cell area, %
repair buffers	42	43.8
well taps	46	7.49
diodes	1	0.326
inverters	3	1.47
multi-input cells	34	46.9
==> how the worst max path moves through the flow <==
stage                 cells past startpoint  from  endpoint
after CTS                                10  B[0]      R[3]
after global routing                      9  B[0]      R[3]
final                                     9  B[0]      R[3]
==> metrics by stage <==
| step | TNS [ns] | cell area (µm²) | power [µW] | instances | setup WS (ns) |
|---|---|---|---|---|---|
| global route | -0.0227 | 768 | 207 | 126 | -0.0227 |
| floorplan | 0 | 339 | 81.5 | 45 | 0.313 |
| finish | 0 | 768 | 189 | 126 | 0.0553 |
| detailed placement | -4.67 | 632 | 159 | 115 | -0.676 |
| global placement | -4.52 | 632 | 160 | 115 | -0.644 |
| CTS | -0.0306 | 721 | 176 | 124 | -0.0306 |
==> repair_timing <==
action | CTS | global route
buffers inserted | 11 | 2
gates resized | 66 | 18
pin swaps | 14 | 9
endpoints found under the setup margin | 8 | 5
hold endpoints to repair | 0 | 0
==> critical path, delay by kind of cell <==
| family | cells | cell delay (ns) |
|---|---|---|
| AND-OR/OR-AND | 2 | 0.28 |
| AND/OR/NAND/NOR | 1 | 0.10 |
| XOR/XNOR | 1 | 0.10 |
| buffers and inverters | 4 | 0.40 |
| multiplexers | 1 | 0.31 |
==> power by group <==
group	switching [µW]	internal [µW]	total, µW
Clock	0	0.0000636	0.0000636
Combinational	73.8	115	189
Sequential	0	0	0
Power is estimated from default activity; no workload was simulated.
